==> ./design.v <==
`timescale 1ns / 1ps
`timescale 1ns / 1ps
`timescale 1ns / 1ps
module FullAdder(
    input a,
    input b,
    input cin,
    output sum,
    output cout
    );
assign sum = a ^ b ^ cin;
assign cout = (a & b) | (b & cin) | (cin & a);
endmodule
module RippleAdder(
    input [3:0] a,
    input [3:0] b,
    input cin,
    output [3:0] c,
    output cout
    );
wire [3:1]carry;
FullAdder FA0(a[0], b[0], cin, c[0], carry[1]);
FullAdder FA1(a[1], b[1], carry[1], c[1], carry[2]);
FullAdder FA2(a[2], b[2], carry[2], c[2], carry[3]);
FullAdder FA3(a[3], b[3], carry[3], c[3], cout);
endmodule
`timescale 1ns / 1ps
module Mux2to1(
    input a,
    input b,
    input select,
    output c
    );
reg c;
always@(a or b or select)
begin
	if(select == 1'b0)
		c = a;
	else
		c = b;
end
endmodule
module currentSensor(
    current_I1,
    current_I2,
    current_I3_tens,
    current_I3_ones,
    warning_bit
    );
input [2:0] current_I1, current_I2;
output [2:0] current_I3_tens;
output [3:0] current_I3_ones;
output warning_bit;
wire[3:0] current_sum;
RippleAdder RA({1'b0, current_I1[2:0]}, {1'b0, current_I2[2:0]}, 1'b0, current_sum, );
assign current_I3_tens = current_sum[3] & (current_sum[2] | current_sum[1]);
assign warning_bit = current_sum[2] & current_sum[3] & (current_sum[1] | current_sum[0]);
assign current_I3_ones[0] = current_sum[0];
Mux2to1 Mux3(current_sum[3], 1'b0, current_I3_tens[0], current_I3_ones[3]);
Mux2to1 Mux2(current_sum[2], current_sum[2] & current_sum[1], current_I3_tens[0], current_I3_ones[2]);
Mux2to1 Mux1(current_sum[1], ~current_sum[1], current_I3_tens[0], current_I3_ones[1]);
endmodule
==> ./run.sh <==
#!/bin/bash
# OpenROAD 26Q1-2900-gdf79404cd8, Yosys 0.63+post, stock flow scripts
make -C /OpenROAD-flow-scripts/flow DESIGN_CONFIG=/design/flow/config.mk WORK_HOME=/design/flow/orfs finish
==> ./config.mk <==
export PLATFORM = sky130hd
export DESIGN_NAME = currentSensor
export DESIGN_NICKNAME = currentSensor
export VERILOG_FILES = /design/flow/design.v
export SDC_FILE = /design/flow/constraint.sdc
export NUM_CORES = 4
export LEC_CHECK = 1
export CORE_AREA = 10 10 70 70
export DIE_AREA = 0 0 80 80
==> ./constraint.sdc <==
current_design currentSensor

set clk_period 1.6
set clk_io_pct 0.2

create_clock -name clk0 -period $clk_period

set non_clock_inputs [all_inputs -no_clocks]
set_input_delay [expr $clk_period * $clk_io_pct] -clock clk0 $non_clock_inputs
set_output_delay [expr $clk_period * $clk_io_pct] -clock clk0 [all_outputs]
==> reports/qor.txt <==
data required time of the critical path -> 1.28 ns
WP data arrival -> 1.85 ns
Synth Warn # -> 1
top cells by area -> buf_4 32%, fa_1 24%, inv_1 9.1%
average wire per cell in the routed design -> 7.01 µm
summed negative setup slack over all endpoints -> -2.48 ns
endpoint type of the worst setup path -> primary output
width of the die -> 80 µm
endpoints failing setup -> 5
biggest area consumer among synthesized cells -> buf_4
vertical die dimension -> 80 µm
wire length of the first global-routing pass -> 848 µm
Distinct cells, synth -> 10
status -> complete, but fails checks
standard-cell rows -> 21
post-route minimum period -> 2.17 ns
violated checks -> setup timing
Top Ports -> 14
Clock buffer cells -> 0
port buffer count -> 12
Pwr Total -> 122 µW
placed cell count -> 76
fraction of met3 tracks used by global routing -> 0.455%
max-cap check violation count -> 0
Final Slew Violations -> 0
total gr overflow -> 0
Cell Pwr Density -> 378 nW/µm²
fraction of layout cells with a size suffix above 1 -> 59.4%
antenna-violating nets left -> 0
Yosys top cell area share -> 31.8%
pin count of the biggest net entering global routing -> 7
antenna diode count -> 0
cell count in the Yosys report -> 23
VDD IR-drop max -> 0.000110 V
crit path to -> current_I3_ones[1]
LEAKAGE -> 0.000140 µW
syn_area_per_cell -> 7.18 µm²
fin cells -> 78
instance count of the mapped netlist -> 23
Final Hold Fails -> 0
worst min-delay path category -> in2out
Critical Path Source -> current_I1[0]
most common library cells after synthesis -> 7 x buf_4, 4 x inv_1, 3 x nor2_1
met2 usage in global routing -> 2.41%
synthesized chip area reported by yosys -> 165 µm²
number of antenna violations at the first check in global routing -> 0
Hold Buf Count CTS -> 0
period utilisation layout -> 135%
final sequential cell count -> 0
violation tally from detailed-route iteration zero -> 1
routed via count divided by cell count -> 1.96
most frequent cell after synthesis -> buf_4
post-detailed-route DRC marker count -> 0
met1 Usage GRT -> 2.66%
maximum net fanout on the critical path -> 4
start-to-end type of the worst setup path -> in2out
number of global-route vias before repair -> 157
unrepaired setup endpoints after global routing -> yes
least setup slack across all paths after layout -> -0.566 ns
HPWL after detailed placement -> 503 µm
Hold Path Cell Cnt -> 5
area grow syn2layout -> 96.2%
overall via count from detail_route -> 153
tool warning count -> 35
Max Freq -> 462 MHz
total die area -> 6400 µm²
fp_density -> 4.84%
number of detailed-route iterations in the first pass -> 2
final RePlAce weighted congestion -> 0.681
Seq share, synth -> 0%
Worst setup SP type -> input pin
Register Area -> 0 µm²
most utilized layer in the global route result -> met1
gr usage total -> 1.71%
summed instance area of the synthesized netlist -> 165 µm²
final WL -> 547 µm
placeable core region -> 3420 µm²
[how the worst min path moves through the flow]
stage / from / endpoint / slack [ns]
5_1_grt: current_I2[0] / warning_bit / 1.18
4_1_cts: current_I2[0] / warning_bit / 1.16
6_report: current_I2[0] / warning_bit / 1.13
[logic make-up after synthesis]
kind of cell / Yosys count / synth area share [%]
AOI/OAI and AO/OA: 2 / 7.57
and+or+nand+nor: 6 / 17.4
adders and majority gates: 3 / 31.8
other: 1 / 2.27
buffers and inverters: 11 / 40.9
[timing repair]
action / in CTS / in global routing
pin swaps: 4 / 0
setup endpoints to repair: 6 / 5
setup buffers: 2 / 0
hold endpoints to repair: 0 / 0
resized: 33 / 3
[where the power goes]
part           internal, µW  switching [µW]
clock                     0               0
sequential                0               0
combinational          73.6            48.9
total                  73.6            48.9
[cells in the final DEF, fill, tap and decap left out, drive strengths merged]
cell and count:
buf 11, inv 4, clkdlybuf4s50 3, nor2 3, nor3 2, fa 2
conb 2, a21oi 1, a21o 1, nor3b 1, ha 1, clkdlybuf4s15 1
[layer usage]
metal / part of all wire [%] / up-vias
li1: - / 80
met1: 58 / 63
met2: 34 / 10
met3: 7.9 / 0
met4: 0 / 0
met5: 0 / -
[per-stage QoR]
step	hold WS, ns	area, µm²	util (%)	worst slack, ns
6_report	1.13	324	9.49	-0.566
3_5_place_dp	1.72	322	9.41	-1.33
5_1_grt	1.18	324	9.49	-0.635
4_1_cts	1.16	314	9.19	-0.565
3_3_place_gp	1.72	322	9.41	-1.32
2_1_floorplan	0.819	189	-	-0.391
[critical path, cell delays in order]
cell and delay [ns]:
buf_6 0.10, ha_4 0.14, fa_2 0.33, inv_2 0.07
fa_2 0.46, buf_4 0.15, nor3_2 0.09, a21o_1 0.09
buf_2 0.09
[final cells by class]
| type | instances | area [µm²] |
|---|---|---|
| fill | 410 | 3090 |
| multi-input combinational | 13 | 136 |
| timing repair buffer | 15 | 115 |
| tap | 46 | 57.6 |
| inverter | 4 | 15.0 |
No activity file was given, so power comes from the tool's default toggle rates.
